==> /design/flow/design.v <==
module parallel_to_serial#(
  parameter DATA_SIZE = 8,
  parameter MSB_FIRST = 1  
)(
  input clk,
  input rst,
  input start,
  input [DATA_SIZE-1:0] paralel_i,
  output serial_o,
  output busy  
);
  localparam COUNTER_SIZE = $clog2(DATA_SIZE-1);
  reg [COUNTER_SIZE-1:0] counter;
  wire counter_done;
  reg [DATA_SIZE-1:0] data_buffer;
  reg working;
  reg start_d;
  wire start_posedge;
  assign busy = working;
  always@(posedge clk) begin
    if(rst) begin
      working <= 1'b0;
    end else begin
      case(working)
        1'b0: working <= start_posedge;
        1'b1: working <= ~counter_done;
      endcase
    end
  end
  assign serial_o = data_buffer[(DATA_SIZE-1)*MSB_FIRST];
  always@(posedge clk) begin
    if(start_posedge) begin
      data_buffer <= paralel_i;
    end else begin
      data_buffer <= (working) ? ((MSB_FIRST) ? (data_buffer << 1) : (data_buffer >> 1)) : data_buffer;
    end
  end
  assign counter_done = (counter == (DATA_SIZE-1));
  always@(posedge clk) begin
    if(~working) begin
      counter <= 0;
    end else begin
      counter <= counter + 1;
    end
  end
  assign start_posedge = ~start_d & start;
  always@(posedge clk) begin
    start_d <= start;
  end
endmodule
==> /design/flow/run.sh <==
#!/bin/bash
# OpenROAD 26Q1-2900-gdf79404cd8, Yosys 0.63+post, stock flow scripts
make -C /OpenROAD-flow-scripts/flow DESIGN_CONFIG=/design/flow/config.mk WORK_HOME=/design/flow/orfs finish
==> /design/flow/config.mk <==
export PLATFORM = sky130hd
export DESIGN_NAME = parallel_to_serial
export DESIGN_NICKNAME = parallel_to_serial
export VERILOG_FILES = /design/flow/design.v
export SDC_FILE = /design/flow/constraint.sdc
export NUM_CORES = 4
export LEC_CHECK = 1
export CORE_AREA = 10 10 71 71
export DIE_AREA = 0 0 81 81
==> /design/flow/constraint.sdc <==
current_design parallel_to_serial

set clk_period 1.5
set clk_io_pct 0.2

create_clock -name clk0 -period $clk_period [get_ports {clk}]

set non_clock_inputs [all_inputs -no_clocks]
set_input_delay [expr $clk_period * $clk_io_pct] -clock clk0 $non_clock_inputs
set_output_delay [expr $clk_period * $clk_io_pct] -clock clk0 [all_outputs]
==> summary.txt <==
The implementation run finished. Tool warning count landed at 25. In the setup report, the worst path falls into the class reg -> out. The number of clock sinks came to 13. Synthesis warning total landed at 1. Area of the synthesized netlist per yosys stat landed at 544 um^2. At the end of the flow the core is filled with cells to 0.215.

According to the I/O placement log, the pin count is 13. Dividing the detail-routed via count by the number of cells gives 3.05. For this run, design rule violations remaining after detail routing come to 0.

Die boundary width landed at 81 um. The placement report lists the number of port buffers as 12. Met3 wirelength from detailed routing landed at 95 um.

Entering global routing, the biggest net connects 11 pins. Number of endpoints failing setup at the final stage landed at 0. Across all register-to-register paths, the minimum setup slack is 0.30 ns. Remaining antenna violation count after routing landed at 0. The arrival time of data at the worst endpoint is listed as 1.08 ns. Along the critical path, the tally of buffer and inverter instances is 1.

The worst setup path is launched from a flip-flop. After synthesis, the cell types taking the most area are edfxtp_1 44%, mux2_4 19%, dfxtp_1 18%. Power per unit of standard cell area landed at 1070 mW/mm^2.

TritonCTS built the clock tree. Required time of the worst setup path landed at 1.20 ns. Routed length on met2 landed at 408 um. Per the OpenROAD floorplan log, the area of the core is 0.00363 mm^2.

Final weighted congestion in routability-driven placement landed at 0.718. Walking the worst path, the cells encountered are clkdlybuf4s50_1. In this run the deepest clock path goes through 2 buffers. In this design, the largest share of critical-path delay is due to buffers and inverters. Buffers added to address setup during post-CTS repair amount to 0.

Counting every instance in the synthesized netlist gives 32. Post-layout total power landed at 0.000833 W. Synthesized area divided by synthesized cell count landed at 17.0 um^2. Sorting the Yosys area breakdown by cell type puts at the top edfxtp_1.

Across the run, the number of max-cap violations was 0. The total overflow left after global routing is 0. Detailed router's first-iteration violation count landed at 8. Sequential cell area fraction in the yosys report landed at 0.625. Number of search-and-repair iterations in the first detailed-routing pass landed at 2. The run finished with clean final reports. In this run the full chip footprint comes out at 0.00656 mm^2. Count of final hold-check violations landed at 0. In the final layout, the share of cells above drive strength 1 is 0.271.

The filler cells instantiated in the layout total 396. Transition time of the tightest slew-check pin landed at 0.187 ns. Initial antenna violation count landed at 0. The synthesized netlist occupies a cell area of 544 um^2. The later pin in the worst-skew pair is clocked with a latency of 0.24 ns. Ranked by instance count, the synthesized netlist is headed by 8 x edfxtp_1, 7 x mux2_4, 5 x dfxtp_1, 2 x and2_1, 2 x ha_1. The flow measured a signed area growth from synthesis to layout of 43.2%.

For this sky-water flow run, the detailed-routed wirelength per cell is reported as 9.44 um. Vertical die size landed at 81 um. Number of antenna cells inserted landed at 0. Looking at hold timing, the worst path starts from counter[0]. Dividing the final minimum period by the clock period gives 0.922. CTS placed an instance of clkbuf_8 at the clock tree root. In the synthesized netlist the async set-or-reset flop fraction comes to 0.

The largest single stage delay on the critical path is 0.48 ns. In the Yosys report the total cell count is 32. Static power due to leakage landed at 0.315 nW. In this run the core area contains 22 standard-cell rows. The most critical min-delay path falls under reg -> reg. On the critical path, the stage with the largest delay is an instance of clkdlybuf4s50_1.

The floorplan step records an initial core utilization of 0.150. The gate-level netlist out of Yosys references 13 unique cell types. Post-synth tally of flip-flops with integrated enable landed at 8. Wire length on met1 landed at 401 um. Area share of the largest cell type after synthesis landed at 0.441. For this run the top cell type by instance count after synthesis was edfxtp_1.

CTS built an H-tree with a depth of 1. Between clock sinks in the finished design, the worst skew comes to 0.00329 ns. The detailed router placed 293 vias in this run. Pins over their slew limit in the final report were tallied at 0. The worst setup path is captured at an output pin. Clock transition time at the flip-flop clock pins of the worst setup and hold paths landed at 0.05 ns. The highest layer touched by signal routing is met3.

Setup repair after global routing left no endpoint under its margin. The first global-routing pass estimated 1490 um of wire. Worst relative slew slack landed at 0.874. Worst ir drop on vdd landed at 0.000759 V. Per the synth stats, the flop cell with the highest instance count is edfxtp_1. The via count of the first global-routing pass was 306. Maximum operating frequency landed at 723 MHz.

The smallest clock period supported by the final layout is computed as 1.38 ns. In the global route stage, overall resource usage came out at 0.0299. CTS buffer count landed at 3.

The worst register-to-register path begins at counter[0]. Wires add up to 906 um. In this run the worst setup path begins at working.

Per the synth log, the flip-flop and latch total comes to 13. Worst-path maximum fanout landed at 7. According to the dpl log, the detail-placed design has an HPWL of 691 um.
-- routing by layer --
| metal | GRT usage | vias to the layer above |
|---|---|---|
| li1 | - | 145 |
| met1 | 0.0377 | 138 |
| met2 | 0.0406 | 10 |
| met3 | 0.0234 | 0 |
| met4 | 0.00346 | 0 |
| met5 | 0 | - |
-- per-stage QoR --
stage	area, um^2	setup slack (ns)	cells	TNS [ns]	hold WS (ns)
2_1_floorplan	544	0.386	32	0	0.328
6_report	779	0.117	96	0	0.422
4_1_cts	778	0.0240	96	0	0.427
3_3_place_gp	733	-0.0365	92	-0.481	0.409
5_1_grt	779	0.0348	96	0	0.444
3_5_place_dp	733	-0.0545	92	-0.730	0.418
-- kinds of logic (layout without fill, tap and decap cells) --
family	Yosys count	in the layout	share of synthesized area
AND-OR/OR-AND	1	1	0.0138
adder cells (fa/ha/maj)	2	2	0.0460
buffers and inverters	2	18	0.0276
flip-flops	13	13	0.625
multiplexers	7	7	0.193
AND/OR/NAND/NOR	7	7	0.0943
-- cell usage in the layout (no fill, tap or decap) --
cell,instances
ha_1,2
or3b_1,1
clkbuf_1,1
and2_1,2
dfxtp_1,4
clkdlybuf4s50_1,12
inv_1,1
nand2b_1,1
dfxtp_2,1
nor2_1,1
clkbuf_8,3
edfxtp_1,8
buf_12,1
o31ai_1,1
mux2_4,7
nand2b_4,1
nor2b_1,1
-- power by group --
part | switching (W) | internal, W
clock network | 0.000112 | 0.000187
logic | 0.0000292 | 0.0000773
registers | 0.0000105 | 0.000417
total | 0.000152 | 0.000681
-- timing repair --
| action | 4_1_cts | 5_1_grt |
|---|---|---|
| hold endpoints to repair | 0 | 0 |
| endpoints found under the setup margin | 0 | 1 |
| resized | 0 | 1 |
| hold buffers | 0 | 0 |
-- final cells by class --
class,count,area [um^2],share of cell area
multi-input combinational,17,189,0.242
inverter,1,3.75,0.00482
tap,48,60.1,0.0770
timing repair buffer,13,140,0.180
clock buffer,4,45.0,0.0578
sequential,13,342,0.438
-- final timing paths --
path                              endpoint  depth (start not counted)
worst max-delay path                  busy                          1
worst min register to register  counter[0]                          1
worst min-delay path            counter[0]                          1
worst max register to register     working                          4
-- registers in the layout (all words and copies together) (netlist names) --
register / flops
counter: 3
data_buffer: 8
start_d: 1
working: 1
Power and IR drop assume default switching activity.
