==> design.v <==
`timescale 1ns / 1ps
module crc_static#(
  parameter CRC_SIZE = 16,  
  parameter INITAL_VAL = 16'hFFFF,  
  parameter CRC_POLY = 16'h1021,  
  parameter FINAL_XOR = 16'h0  
)(
  input clk,
  input rst,  
  input data,  
  input valid,  
  output [CRC_SIZE-1:0] crc_out  
);
  integer i;
  reg [CRC_SIZE-1:0] crcBuffer;
  reg [CRC_SIZE-1:0] crcBuffer_next;
  wire nextBit;  
  always@(posedge clk) begin
    if(rst) begin
      crcBuffer <= INITAL_VAL;
    end else begin
      crcBuffer <= (valid) ? crcBuffer_next : crcBuffer;
    end
  end
  assign nextBit = data ^ crcBuffer[CRC_SIZE-1];
  always@* begin
    crcBuffer_next[0] = nextBit;
    for(i = 1; i < CRC_SIZE; i=i+1) begin
      crcBuffer_next[i] = crcBuffer[i-1] ^ (nextBit & CRC_POLY[i]);
    end
  end
  assign crc_out = crcBuffer ^ FINAL_XOR;
endmodule
module crc_dynamic#(
  parameter CRC_SIZE = 16  
)(
  input clk,
  input rst,  
  input data,  
  input valid,  
  output [CRC_SIZE-1:0] crc_out,  
  input [CRC_SIZE-1:0] initial_value,
  input [CRC_SIZE-1:0] crc_poly,
  input [CRC_SIZE-1:0] final_xor
);
  integer i;
  reg [CRC_SIZE-1:0] crcBuffer;
  reg [CRC_SIZE-1:0] crcBuffer_next;
  wire nextBit;  
  always@(posedge clk) begin
    if(rst) begin
      crcBuffer <= initial_value;
    end else begin
      crcBuffer <= (valid) ? crcBuffer_next : crcBuffer;
    end
  end
  assign nextBit = data ^ crcBuffer[CRC_SIZE-1];
  always@* begin
    crcBuffer_next[0] = nextBit;
    for(i = 1; i < CRC_SIZE; i=i+1) begin
      crcBuffer_next[i] = crcBuffer[i-1] ^ (nextBit & crc_poly[i]);
    end
  end
  assign crc_out = crcBuffer ^ final_xor;
endmodule
==> run.sh <==
#!/bin/bash
# OpenROAD 26Q1-2900-gdf79404cd8, Yosys 0.63+post, stock flow scripts
make -C /OpenROAD-flow-scripts/flow DESIGN_CONFIG=/design/flow/config.mk WORK_HOME=/design/flow/orfs finish
==> config.mk <==
export PLATFORM = sky130hd
export DESIGN_NAME = crc_dynamic
export DESIGN_NICKNAME = crc_dynamic
export VERILOG_FILES = /design/flow/design.v
export SDC_FILE = /design/flow/constraint.sdc
export NUM_CORES = 4
export LEC_CHECK = 1
export CORE_AREA = 10 10 87 87
export DIE_AREA = 0 0 97 97
==> constraint.sdc <==
current_design crc_dynamic

set clk_period 4.2
set clk_io_pct 0.2

create_clock -name clk0 -period $clk_period [get_ports {clk}]

set non_clock_inputs [all_inputs -no_clocks]
set_input_delay [expr $clk_period * $clk_io_pct] -clock clk0 $non_clock_inputs
set_output_delay [expr $clk_period * $clk_io_pct] -clock clk0 [all_outputs]
==> summary.txt <==
Results of the implementation run.

The worst setup path is captured at an output port. The worst setup path is of the in -> out kind. Setup repair after global routing left no endpoint under its margin. The post-synthesis share of cell area spent on xor and xnor gates is 14.2%.

The sum of overflow across all layers after global routing is 0. Subtracting the final worst setup slack from the clock period gives 2.79 ns. The average wire per standard cell came out at 12.4 µm. The worst slack on hold paths is 0.719 ns. The pre-placement core utilization came out at 18.6%. The area fraction in compound gates after synthesis came out at 16.6%. The cell that appears most often on the critical path is clkdlybuf4s50_1. The signal on the critical path passes through clkdlybuf4s50_1 > xor2_1 > clkdlybuf4s50_1.

The sequential share of the synthesized area is 45.8%. The synthesized flop and latch total came out at 16. The mean number of vias per cell is 4.05. The number of warnings reported in the stage logs is 26.

The number of distinct library cell variants in the gate-level netlist after synthesis is 13. The sum of net half-perimeters after detailed placement is 2460 µm. The DRC violations left came out at 0.

Nets still carrying antenna violations after routing amount to 0. The post-placement setup slack is 1.41 ns. The overall die height is 97 µm. The area of the die is 9410 µm². The overall routing resource usage is 6.75%. The area fraction in full adders, half adders and majority gates came out at 0%.

The width of the chip came out at 97 µm. The number of maximum-capacitance constraint violations is 0. The clock tree from TritonCTS is done.

The count of buffers inserted at the top-level ports came out at 66. The footprint of the flip-flops and latches came out at 480 µm². The count of cells resized by post-cts repair came out at 0. The number of global-route vias before repair is 1102. The last timing report of the flow puts the setup violation total at 0. The area of the placeable core is 5640 µm².

The count of cells along the worst register-to-register path is 4. The placer congestion estimate is 0.765. The OpenROAD report gives the critical path a required time of 3.36 ns. The flow ran to the end, and the final reports show no timing, DRC or antenna violations. Averaged over all synthesized cells, the footprint is 8.89 µm². More flip-flops sit in one register than any other, and that register is crcBuffer. Clock skew on the completed layout was measured at 0.00439 ns.

The detailed router placed 1038 vias in this run. The minimum setup slack among reg-to-reg paths came out at 2.68 ns. Sorting the synthesized cells by how often they occur yields edfxtp_1, inv_1, nor2_1, xor2_1. Per the CTS log, the maximum H-tree level is 1. The dominant combinational cell family by area after synthesis is AND-OR/OR-AND gates. The registers reported with the highest flop counts are crcBuffer x16.

The number of failing hold endpoints at the final stage came out at 0. In this run the static leakage power is 0.701 nW. The fraction of synthesis flops using an asynchronous set or reset pin is 0%.

The detailed router reported a total wirelength of 3180 µm. The clock net sink count came out at 16. The multi-input gate area in the final layout is 490 µm². The final worst-path cycle share came out at 66.3%. The first detailed-routing pass ran for 4 iterations. The number of standard cells after synthesis came out at 118. The top cell family by delay on the critical path is buffers and inverters.

STA classifies the critical path startpoint as an input port. The number of antenna violations at the first check in global routing is 0. On the worst path, the slowest cell contributes a delay of 0.49 ns.

The count of buffering cells on the critical path with inverters included is 2. The slew at the pin closest to its max-slew limit is 0.420 ns. The worst relative slew slack came out at 72.0%. The signed area change from the synthesized netlist to the final layout is 75.7%. The maximum number of pins on one net before global-route repair is 33.

The post-synth count of flops with an enable pin is 16. The number of violations reported at the end of detailed-routing iteration 0 is 30. The critical path arrival is 1.95 ns.

The post-synthesis simple-gate area fraction is 15.3%. The worst register-to-register path ends at crcBuffer[3]$_DFFE_PP_. The number of max-slew violations in the final report is 0. The critical hold path startpoint is crcBuffer[9]$_DFFE_PP_. The worst hold path was traced through 2 stages. The TritonCTS buffer count is 3. Per the timing report, the most critical flop-to-flop path originates at crcBuffer[15]$_DFFE_PP_.

The cell sitting at the root of the clock tree is a clkbuf_8. Per the synth stats, the flop cell with the highest instance count is edfxtp_1. The maximum number of buffers from clock root to sink is 2. The number of filler cells placed in the layout is 574. Looking at the critical path, the single cell with the biggest stage delay is clkdlybuf4s50_1. VDD sags by at most 129 µV.

Dividing total power by cell area gives a power density of 275 nW/µm². Pin placement for this block handled 68 I/O pins. In the hold report, the worst path ends at crcBuffer[10]$_DFFE_PP_. The total setup buffers inserted after CTS is 0. The most critical min-delay path falls under reg -> reg.

The insertion delay to the later sink of the worst-skew pair came out at 0.25 ns. The maximum fanout along the worst path is 1. The count of inserted antenna diode cells came out at 0.

The yosys synthesis warning count came out at 1. The final setup slack of the worst path is 1.41 ns. The total standard cell area after synthesis is 1050 µm². The cell count listed in synth_stat.txt came out at 118. In the final layout, the share of cells above drive strength 1 is 3.80%. The proportion of synthesized area in mux cells came out at 0%.

The fmax is 359 MHz. The clock transition at the register clock pins on the worst setup and hold paths after CTS came out at 0.07 ns. Yosys attributes the largest share of cell area to edfxtp_1, xor2_1, a31oi_1, or3_1, o21ai_0. The first-pass GRT wire length came out at 5350 µm. Buffers inserted to repair hold after CTS numbered 0.

The number of core rows is 27. The area figure in the yosys stat output is 1050 µm². The leading area contributor after synthesis is edfxtp_1. The number of flip-flops under the largest register name is 16. The area share of the leading cell type in the synthesized netlist is 45.8%. The post-route setup TNS is 0 ns.
==> power by group <==
part | total (mW) | internal, mW | switching [mW]
Clock | 0.122 | 0.0649 | 0.0566
Combinational | 0.169 | 0.115 | 0.0535
Sequential | 0.217 | 0.201 | 0.0154
Total | 0.507 | 0.381 | 0.126
==> area by class of cell <==
| type | instances | share of cell area (%) |
|---|---|---|
| well taps | 72 | 4.89 |
| clock buffers | 3 | 2.24 |
| repair buffers | 68 | 36.7 |
| inverters | 16 | 3.26 |
| multi-input cells | 80 | 26.6 |
| clock inverters | 1 | 0.204 |
| flip-flops and latches | 16 | 26.1 |
==> logic make-up (layout without fill, tap and decap cells) <==
family | after synthesis | in the layout
simple gates | 32 | 32
compound gates | 31 | 31
buf+inv | 22 | 88
xor+xnor | 17 | 17
flops | 16 | 16
==> per-layer routing <==
layer  routed length, µm  vias to the layer above  share of wire [%]  GRT usage, %
li1                    -                      542                  -             -
met3                 343                        0                 11          3.30
met5                   0                        -                  0             0
met4                   0                        0                  0         0.338
met2                1300                       49                 41          9.76
met1                1540                      447                 48          9.33
==> cell usage in the layout, fill, tap and decap left out <==
cell type / synthesis / layout
xor2_1: 16 / 16
xnor2_2: 0 / 1
clkbuf_8: 0 / 3
nor2_1: 16 / 16
buf_4: 0 / 2
clkinv_1: 0 / 1
or2_2: 1 / 1
clkdlybuf4s50_1: 0 / 66
o21ai_0: 15 / 15
a21oi_1: 1 / 1
a31oi_1: 15 / 15
inv_1: 16 / 16
edfxtp_1: 16 / 16
or3_1: 15 / 15
==> worst max path at each step <==
stage	slack [ns]	startpoint	to	cells past startpoint
5_1_grt	1.33	final_xor[2]	crc_out[2]	3
6_report	1.41	final_xor[7]	crc_out[7]	3
4_1_cts	1.40	final_xor[7]	crc_out[7]	3
==> through the flow <==
step           power, mW  utilization, %  cell area, µm²  cells
5_1_grt            0.545            32.6            1840    256
3_5_place_dp       0.392            31.8            1800    252
2_1_floorplan      0.275               -            1050    118
3_3_place_gp       0.391            31.8            1800    252
4_1_cts            0.519            32.6            1840    256
6_report           0.507            32.6            1840    256
==> worst reg2reg max path, cell delays in order, from the launching register on <==
cell	delay (ns)
edfxtp_1	0.44
xnor2_2	0.16
buf_4	0.21
or3_1	0.32
a31oi_1	0.22
Power is estimated from default activity; no workload was simulated.
